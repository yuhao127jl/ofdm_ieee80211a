### ./design.v
module data_scramble(
input			    sys_clk,
input			    sys_rstn,
input	[6:0]		scram_seed,
input			    scram_din,
input			    scram_load,
input			    scram_valid_i,
output	reg		    scram_dout,
output	reg		    scram_valid_o 
);
reg [6:0] scramble;
wire [6:0] scramble_in = scram_load ? scram_seed :     
			             (scram_valid_i) ? {scramble[5:0], scramble[6] + scramble[3]} : 7'd0;     
assign scram_dout_in = scram_valid_i ? scram_din + scramble[6] + scramble[3] : 1'd0;    
assign scram_valid_o_in = scram_valid_i ? 1'b1 : 1'd0; 
always @(posedge sys_clk or negedge sys_rstn)
if(!sys_rstn)
begin
	scramble            <= #1 7'd0;
	scram_dout          <= #1 1'd0;
	scram_valid_o       <= #1 1'b0;
end
else
begin
	scramble            <= #1 scramble_in;
	scram_dout          <= #1 scram_dout_in;
	scram_valid_o       <= #1 scram_valid_o_in;
end
endmodule
### ./run.sh
#!/bin/bash
# OpenROAD 26Q1-2900-gdf79404cd8, Yosys 0.63+post, stock flow scripts
make -C /OpenROAD-flow-scripts/flow DESIGN_CONFIG=/design/flow/config.mk WORK_HOME=/design/flow/orfs finish
### ./config.mk
export PLATFORM = sky130hd
export DESIGN_NAME = data_scramble
export DESIGN_NICKNAME = data_scramble
export VERILOG_FILES = /design/flow/design.v
export SDC_FILE = /design/flow/constraint.sdc
export NUM_CORES = 4
export LEC_CHECK = 1
export CORE_AREA = 10 10 70 70
export DIE_AREA = 0 0 80 80
### ./constraint.sdc
current_design data_scramble

set clk_period 1.4
set clk_io_pct 0.2

create_clock -name clk0 -period $clk_period [get_ports {sys_clk}]

set non_clock_inputs [all_inputs -no_clocks]
set_input_delay [expr $clk_period * $clk_io_pct] -clock clk0 $non_clock_inputs
set_output_delay [expr $clk_period * $clk_io_pct] -clock clk0 [all_outputs]
==> deck_impl_summary.md <==
Implementation Results

STA
  • # setup viols final: 0
  • Tightest Pin Transition: slightly below 0.4 ns
  • Hold Fails Final Rpt: 0
  • Fin crit share: a little over nine tenths
  • Crit path time final: 1.32 ns
  • Slew headroom: 74.1%
  • RSZ-0062 raised after global routing: false
  • Max Fclk: 758 MHz
  • Final setup TNS: 0 ns
  • Worst Skew: 0.00174 ns
  • Final slew viol count: 0

Synthesis
  • Ys cells: 24
  • Dominant kind of combinational cell: AND-OR/OR-AND gates
  • Post-synth regs: 9
  • XOR-XNOR Cells, Area Fraction: 2.55%
  • Yosys synthesis chip area: 344 um2
  • FA/HA/MAJ Cells, Area Fraction: 0%
  • Ys Warns: 3
  • Synth Instances: 24
  • Top area contributor share: between 60% and 70%
  • Top cells, area: dfrtp_1 (65%), a22o_1 (15%), nor2b_4 (4.0%), buf_6 (3.3%), nand2_1 (3.3%)
  • Synth Seq Share: 65.5%
  • Simple-Gate Fraction of Synth Area: 9.09%
  • Avg Cell Area, Syn: 14.3 um2
  • Post-synth top area cell: dfrtp_1
  • Cell Area, Synth: 344 um2
  • Synth cell types: 9
  • Area fraction in mux cells: 2.91%
  • Aoi share: 16.7%

Setup path
  • Startpoint types: register
  • Slowest stage cell on the critical path: clkdlybuf4s50_1
  • Required @ worst endpoint: 1.12 ns
  • CP Max Fanout: 1
  • Worst r2r src: scramble[3]
  • CP max stage delay: 0.45 ns
  • Cell depth of the worst setup path: 1
  • Worst EP arrival: about 1.0 ns
  • Delay-heaviest family, CP: buffers and inverters
  • Crit path buffers/inverters: 1
  • Worst reg2reg path endpoint: scram_dout
  • Reg2Reg Setup Slack: 0.42 ns
  • CP endpoint kind: primary output
  • Crit Path Category: reg -> out
  • Reg2reg path depth: 2
  • Critical path cell sequence: clkdlybuf4s50_1

GRT
  • Initial antenna violation count: 0
  • First-pass GRT wire length: 1.20 mm
  • Global route overflow: 0
  • Largest net degree at the start of global routing: 10
  • Vias in the first global route: 245
  • GRT Util Overall: under 10%

Die
  • Die area: 6400 um2
  • IO Pins: 14
  • Fp util: 10.1%
  • Die height: 80 um
  • Core area: 3420 um2
  • Chip width: about 80 um
  • Row count: 21

Pwr
  • PD cells: 1040 nW/um2
  • IR drop worst, VDD: 0.510 mV
  • Total power: 0.566 mW
  • Leak: 0.227 nW

Routing
  • Residual DRC: 0
  • Vias/cell: approximately 2.8
  • 1st-iter DRT viols: 18
  • Post-route ant nets: 0
  • Total Wirelength: between 800 and 900 um
  • Drt pass-1 iters: 4
  • Wire length per cell: about 9.5 um
  • Via count: 242
  • ANT cells: 0

Clock tree
  • CTS sink count: 9
  • H-tree levels: 1
  • CTS tree: built
  • Maximum clock path buffer count: 2
  • # hold bufs at CTS: 0
  • Post-cts sizing count: 0
  • Clk ins delay skew pair: 0.26 ns
  • CTS buffer count: 3
  • Clk root buf: clkbuf_4
  • Setup Fix Bufs, Post-CTS: 0
  • Clock transition at the registers of the reported paths: 0.06 ns

Cells and area
  • Share of cells above drive strength 1: 10.0%
  • Reg area: 225 um2
  • Final core utilization: 16.0%
  • Layout Area Growth over Synthesis: 58.9%
  • Final Non-Filler Cells: 86
  • Logic area: 108 um2
  • Filler instances: just under 400

Placement
  • PortBufs: 13
  • Final RePlAce weighted congestion: 0.735
  • Placed insts: ~82
  • HPWL Detailed: 662 um

Hold path
  • Min-Delay Path Class: in -> async

Job
  • Number of max-cap violations: 0
  • OpenROAD warning count: 25

Status
  • Status: complete, no violations
[worst max path at each step]
| stage | start | to |
|---|---|---|
| after CTS | scram_dout | scram_dout |
| final | scram_valid_o | scram_valid_o |
| after global routing | scram_valid_o | scram_valid_o |
[power breakdown]
| group | switching, mW | total [mW] | internal (mW) |
|---|---|---|---|
| Clock | 0.0907 | 0.201 | 0.110 |
| Sequential | 0.00682 | 0.286 | 0.280 |
| Combinational | 0.0274 | 0.0794 | 0.0520 |
| Total | 0.125 | 0.566 | 0.441 |
[final cells by class]
| type | instances | share of cell area [%] |
|---|---|---|
| Tap cell | 46 | 10.5 |
| Sequential cell | 9 | 41.2 |
| Clock buffer | 4 | 4.81 |
| Timing Repair Buffer | 13 | 23.8 |
| Multi-Input combinational cell | 14 | 19.7 |
[state kept, by name, indices dropped and copies added (netlist names)]
signal	count
scram_dout	1
scram_valid_o	1
scramble	7
[cell usage after synthesis]
cell,count
nand2_1,3
dfrtp_1,9
o21ai_0,1
nor2b_4,1
xor2_1,1
buf_6,1
a22o_1,6
mux2i_1,1
nand2b_1,1
[kinds of logic after synthesis]
group | count (synthesis)
mux | 1
xor+xnor | 1
simple gates | 5
buf+inv | 1
flops | 9
compound gates | 7
[placed cells by master (no fill, tap or decap), drive strengths merged]
cell type	n
mux2i	1
nand2	3
a22o	6
clkbuf	4
dfrtp	9
nand2b	1
xor2	1
nor2b	1
o21ai	1
clkdlybuf4s50	13
[metrics by stage]
stage | hold slack (ns) | instance area (um2) | worst slack, ns
after global placement | 0.450 | 520 | 0.0485
after detailed placement | 0.450 | 520 | -0.00408
final | 0.304 | 547 | 0.0810
after floorplan | -0.0156 | 344 | 0.565
after global routing | 0.326 | 547 | 0.00920
after CTS | 0.318 | 547 | 0.0683
[per-layer routing]
metal  GRT usage, %  vias up  part of all wire, %
li1               -      119                    -
met1           3.67      108                   49
met2           2.73       15                   37
met3           2.16        0                   14
met4          0.176        0                    0
met5              0        -                    0
No activity file was given, so power comes from the tool's default toggle rates.
